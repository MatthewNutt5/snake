==> flow/design.v <==
module controller (clka, clkb, restart, direction_in, from_logic,
  led_array_flat, game_state, direction_state, execution_state, to_logic,
  row_cathode, column_anode);
input wire clka, clkb, restart;
input wire [3:0] direction_in;
parameter UP_IN = 4'b0001, DOWN_IN = 4'b0010,
  LEFT_IN = 4'b0100, RIGHT_IN = 4'b1000;
input wire [1:0] from_logic;
parameter LOGIC_DONE = 0, GAME_END = 1;
input wire [63:0] led_array_flat;
output reg [1:0] game_state;
parameter INIT = 0, RUN = 1, STOP = 2;
output reg [1:0] direction_state;
parameter UP_STATE = 0, DOWN_STATE = 1, LEFT_STATE = 2, RIGHT_STATE = 3;
output reg [1:0] execution_state;
parameter CHECK_STATE = 0, INPUT = 1, WAIT_LOGIC = 2, DISPLAY = 3;
output reg [1:0] to_logic;
parameter LOGIC_TICK = 0, NO_UPDATE = 1;
output reg [7:0] row_cathode, column_anode;
wire [1:0] game_state_temp;
wire [1:0] direction_state_temp;
wire [1:0] execution_state_temp;
reg [1:0] game_state_next;
reg [1:0] direction_state_next;
reg [1:0] execution_state_next;
reg [2:0] current_row;
reg [1:0] cycle_count;
parameter NUM_DISPLAY_CYCLES = 1;
wire [7:0] led_array [7:0];
assign led_array[0] = led_array_flat[7:0];
assign led_array[1] = led_array_flat[15:8];
assign led_array[2] = led_array_flat[23:16];
assign led_array[3] = led_array_flat[31:24];
assign led_array[4] = led_array_flat[39:32];
assign led_array[5] = led_array_flat[47:40];
assign led_array[6] = led_array_flat[55:48];
assign led_array[7] = led_array_flat[63:56];
assign game_state_temp = game_state_function(restart, direction_in,
  from_logic, game_state);
function [1:0] game_state_function;
  input restart;
  input [3:0] direction_in;
  input [2:0] from_logic;
  input [1:0] game_state;
  if (restart)
    game_state_function = INIT;
  else begin
    case (game_state)
      INIT: begin
        if (direction_in)  
          game_state_function = RUN;
        else
          game_state_function = INIT;
      end
      RUN: begin
        if (from_logic[GAME_END])  
          game_state_function = STOP;
        else
          game_state_function = RUN;
      end
      STOP: begin
        game_state_function = STOP;  
      end
      default: game_state_function = STOP;  
    endcase
  end
endfunction
assign direction_state_temp = direction_state_function(restart, direction_in,
  direction_state);
function [1:0] direction_state_function;
  input restart;
  input [3:0] direction_in;
  input [1:0] direction_state;
  if (restart)
    direction_state_function = RIGHT_STATE;
  else begin
    case (direction_state)
      UP_STATE: begin
        if (direction_in == LEFT_IN)
          direction_state_function = LEFT_STATE;
        else if (direction_in == RIGHT_IN)
          direction_state_function = RIGHT_STATE;
        else
          direction_state_function = UP_STATE;
      end
      DOWN_STATE: begin
        if (direction_in == LEFT_IN)
          direction_state_function = LEFT_STATE;
        else if (direction_in == RIGHT_IN)
          direction_state_function = RIGHT_STATE;
        else
          direction_state_function = DOWN_STATE;
      end
      LEFT_STATE: begin
        if (direction_in == UP_IN)
          direction_state_function = UP_STATE;
        else if (direction_in == DOWN_IN)
          direction_state_function = DOWN_STATE;
        else
          direction_state_function = LEFT_STATE;
      end
      RIGHT_STATE: begin
        if (direction_in == UP_IN)
          direction_state_function = UP_STATE;
        else if (direction_in == DOWN_IN)
          direction_state_function = DOWN_STATE;
        else
          direction_state_function = RIGHT_STATE;
      end
      default: direction_state_function = RIGHT_STATE;
    endcase
  end
endfunction
assign execution_state_temp = execution_state_function(restart, from_logic,
  game_state, execution_state, current_row, cycle_count);
function [1:0] execution_state_function;
  input restart;
  input [1:0] from_logic;
  input [1:0] game_state;
  input [1:0] execution_state;
  input [2:0] current_row;
  input [1:0] cycle_count;
  if (restart)
    execution_state_function = CHECK_STATE;
  else
    case (execution_state)
    CHECK_STATE: begin
      if (game_state == INIT)
        execution_state_function = DISPLAY;
      else
        execution_state_function = INPUT;
    end
    INPUT: begin
      execution_state_function = WAIT_LOGIC;
    end
    WAIT_LOGIC: begin
      if (from_logic[LOGIC_DONE])
        execution_state_function = DISPLAY;
      else
        execution_state_function = WAIT_LOGIC;
    end
    DISPLAY: begin
      if ( (current_row == 7) && (cycle_count == NUM_DISPLAY_CYCLES-1) )
        execution_state_function = CHECK_STATE;
      else
        execution_state_function = DISPLAY;
    end
    default: execution_state_function = CHECK_STATE;
    endcase
endfunction
always @(negedge clka) begin
  if (restart) begin
    current_row <= 0;
    cycle_count <= 0;
  end else if (execution_state == DISPLAY) begin
    if (current_row == 7) begin
      current_row <= 0;
      if (cycle_count == NUM_DISPLAY_CYCLES-1)
        cycle_count <= 0;  
      else
        cycle_count <= cycle_count + 1;
    end else
      current_row <= current_row + 1;
  end
  game_state_next <= game_state_temp;
  direction_state_next <= direction_state_temp;
  execution_state_next <= execution_state_temp;
end
always @(negedge clkb) begin
  game_state <= game_state_next;
  direction_state <= direction_state_next;
  execution_state <= execution_state_next;
  case (execution_state_next)
    CHECK_STATE: begin
      to_logic <= 0;
      row_cathode <= {8{1'b1}};
      column_anode <= 0;
    end
    INPUT: begin
      to_logic[LOGIC_TICK] <= 1;
      if (game_state == STOP)
        to_logic[NO_UPDATE] <= 1;
      else
        to_logic[NO_UPDATE] <= 0;
      row_cathode <= {8{1'b1}};
      column_anode <= 0;
    end
    WAIT_LOGIC: begin
      to_logic <= 0;
      row_cathode <= {8{1'b1}};
      column_anode <= 0;
    end
    DISPLAY: begin
      row_cathode[0] <= (current_row != 0);
      row_cathode[1] <= (current_row != 1);
      row_cathode[2] <= (current_row != 2);
      row_cathode[3] <= (current_row != 3);
      row_cathode[4] <= (current_row != 4);
      row_cathode[5] <= (current_row != 5);
      row_cathode[6] <= (current_row != 6);
      row_cathode[7] <= (current_row != 7);
      column_anode <= led_array[current_row];
      to_logic <= 0;
    end
    default: begin
      to_logic <= 0;
      row_cathode <= {8{1'b1}};
      column_anode <= 0;
    end
  endcase
end
endmodule
==> flow/run.sh <==
#!/bin/bash
# OpenROAD 26Q1-2900-gdf79404cd8, Yosys 0.63+post, stock flow scripts
make -C /OpenROAD-flow-scripts/flow DESIGN_CONFIG=/design/flow/config.mk WORK_HOME=/design/flow/orfs finish
==> flow/config.mk <==
export PLATFORM = sky130hd
export DESIGN_NAME = controller
export DESIGN_NICKNAME = controller
export VERILOG_FILES = /design/flow/design.v
export SDC_FILE = /design/flow/constraint.sdc
export NUM_CORES = 4
export LEC_CHECK = 1
export CORE_UTILIZATION = 30
==> flow/constraint.sdc <==
current_design controller

set clk_period 1.7
set clk_io_pct 0.2

create_clock -name clk0 -period $clk_period [get_ports {clka}]
create_clock -name clk1 -period $clk_period [get_ports {clkb}]

set non_clock_inputs [all_inputs -no_clocks]
set_input_delay [expr $clk_period * $clk_io_pct] -clock clk0 $non_clock_inputs
set_output_delay [expr $clk_period * $clk_io_pct] -clock clk0 [all_outputs]
==> results.txt <==
Reports from this run.

- The first-pass GRT wire length is 8866 µm.
- The clock slew at the register clock pins of the worst setup and hold paths is about 0.05 ns.
- Looking at the setup timing report, the critical path kind is flip-flop to output pin.
- The area of the placeable core is around 0.0052 mm².
- STA classifies the critical path endpoint as an output pin.
- The critical-path cell with the highest stage delay reads dfxtp_2.
- The yosys synthesis warning count reads 1.
- Per the detail_route report, routed wire per instance is around 15 µm.
- The worst pin sits at a relative slew slack of between 70% and 80%.
- The number of failing setup endpoints in the final timing report reads 26.
- The number of routed nets with antenna violations reads 0.
- The internal portion of total power is 1.559 mW.
- The OpenROAD warning count is ~70.
- The area added between synthesis and finish reads 74.64%.
- The data arrival time of the worst path is 1.62 ns.
- The floorplan step defined a die boundary enclosing roughly 0.0058 mm².
- According to the floorplan report, the die width is between 70 and 80 µm.
- The half-perimeter wire length after placement is 4184 µm.
- Hold-check failures listed in the final report amount to 0.
- The largest net degree at the start of global routing is 15.
- The via-per-instance ratio reads between 4 and 5.
- The maximum vdd drop is 614.1 µV.
- After synthesis, flip-flops and latches occupy between 40% and 50% of the total area.
- The number of diodes added for antenna fixing reads 0.
- The most critical min-delay path falls under flip-flop to flip-flop.
- In this run the cell area of the synthesized design comes to around 0.0016 mm².
- The die height is ~76 µm.
- The top-level I/O count reads 97.
- The final worst clock skew is around 0.0074 ns.
- The run finished, with violations left.
- The switching power share of the total reads 30.78%.
- The number of maximum-capacitance violations is 0.
- The global route total overflow reads 0.
- The number of pins exceeding their max-slew limit in the final report reads 0.
- The final weighted congestion recorded by global placement is 0.8287.
- Of the cells placed in the final design, the portion with a size suffix greater than 1 is 25.55%.
- The clock tree from TritonCTS is yes.
- The maximum fanout count along the critical path is 2.
- The global-route usage over all layers reads 19.84%.
- The combinational share of power is a little under a fifth.
- The smallest setup slack after layout is -0.2576 ns.
- The quantity of I/O buffers inserted on ports is about 95.
- The via count of the routed design is ~1800.
- For this block, the initial DRC count from the detailed router was around 80.
- The top cell type by area accounts for a little over two fifths of the synthesized area.
- The largest delay contributor family on the critical path is flip-flops.
- The total negative slack is -5.442 ns.
- The primary flip-flop cell chosen by synthesis mapping is dfxtp_1.
- The final core utilization is about 55%.
- The post-synthesis area per instance is approximately 9.5 µm².
- The initial core utilization reads a little under a third.
- The final wirelength is 5626 µm.
- The final reports fail on negative setup slack.
- CTS saw 35 sinks.
- The leakage component of the power was reported as roughly 1.4 nW.
- The peak per-stage delay on the critical path is approximately 0.32 ns.
- The total cells reported by yosys after synthesis is around 170.
- Setup repair after global routing could not meet its margin everywhere.
- The total cell area at the placement stage is 0.002780 mm².
- The worst register-to-register path has a setup slack of approximately 0.13 ns.
- The filler cell count in the final layout reads ~480.
- The hold-fix buffer count after cts is 0.
- Per the summary, power density relative to cell area is roughly 780 mW/mm².
- The DRC violation count after routing is 0.
- The chip area estimate from yosys synthesis reads between 0.0015 and 0.002 mm².
- The tally of unique sky130hd cells used after synthesis reads 39.
- Registers are responsible for between 30 and 40% of the overall power.
- The actual slew at the worst max-slew pin is 0.4386 ns.
- In this run the critical path is formed by buf_2.
- Yosys reported that registers with async set or reset make up 0%.
- The library cell with the largest summed area after synthesis is dfxtp_1.
- The gate count after technology mapping is approximately 170.
- The number of antenna violations at the first check in global routing reads 0.
- The clock share of power is approximately two fifths.
- The net switching component of the power reads ~690 µW.
- Together, buffers and inverters on the worst path number 1.
- The main area contributors are dfxtp_1 43%, ha_1 6.9%, a22o_1 5.3%.
- The number of flops mapped to enable cells by yosys is 0.
- The iteration count recorded for the first detailed-route pass is 4.
- STA classifies the critical path startpoint as a flip-flop.
- Summing all non-filler instances in the final layout gives an area of approximately 0.0029 mm².
- The data required time at the worst endpoint is 1.36 ns.
- The number of global-route vias before repair is 1794.
- The post-synthesis sequential element count is 35.
- Row generation in the floorplan step produced 26 rows.
==> final timing paths <==
kind                             from  depth (start not counted)            endpoint
max                execution_state[1]                          1  execution_state[1]
min                game_state_next[1]                          0       game_state[1]
max reg2reg            current_row[0]                          5     column_anode[4]
min reg2reg        game_state_next[1]                          0       game_state[1]
max in group clk1  led_array_flat[60]                          3     column_anode[4]
min in group clk0      cycle_count[0]                          2      cycle_count[0]
==> cell families (layout without fill, tap and decap cells) <==
family | after synthesis | count (layout) | synth area share, %
muxes | 5 | 5 | 3.123
DFF | 35 | 35 | 42.65
AOI/OAI and AO/OA | 63 | 63 | 28.48
and+or+nand+nor | 39 | 39 | 12.26
adders and majority gates | 9 | 9 | 6.855
buffers and inverters | 22 | 166 | 6.626
==> synth_stat cells (5+ instances only) <==
master    number
a21oi_1       10
a222oi_1       6
a22o_1        10
a22oi_1       10
buf_2          5
clkbuf_1       5
dfxtp_1       35
ha_1           9
inv_1          8
nand2_1       11
nor2_1         9
o21ai_1        5
==> power groups by stage <==
stage	registers (mW)	clock network (mW)	logic (mW)
4_1_cts	0.896	0.974	0.416
6_report	0.896	0.936	0.420
5_1_grt	0.900	1.10	0.461
==> registers in the layout, indices dropped and copies added (netlist names) <==
name,cells
column_anode,8
row_cathode,8
current_row,3
cycle_count,2
direction_state,2
direction_state_next,2
execution_state,2
execution_state_next,2
game_state,2
game_state_next,2
to_logic,2
==> cell usage in the layout, fill, tap and decap left out, types with 3 or more instances in the layout <==
cell,n
ha_1,9
o21ai_2,3
clkdlybuf4s15_1,3
a221o_1,3
buf_6,3
a21oi_1,10
inv_1,42
dlygate4sd2_1,48
a222oi_1,6
nand3_1,3
dfxtp_2,8
clkdlybuf4s50_1,12
mux2i_1,4
clkbuf_8,6
nor2_1,9
buf_2,27
a31oi_1,4
a22oi_1,10
o21ai_1,8
a22o_1,10
buf_4,20
nand2_1,11
nor3_1,3
dfxtp_1,27
==> through the flow <==
| stage | power, mW | instances | hold slack, ns | setup WS [ns] |
|---|---|---|---|---|
| final | 2.252 | 387 | 0.2873 | -0.2576 |
| after global routing | 2.458 | 387 | 0.2907 | -0.2958 |
| after CTS | 2.285 | 387 | 0.2793 | -0.2668 |
| after floorplan | 1.216 | 173 | 0.3096 | -0.2548 |
| after global placement | 1.519 | 346 | 0.3120 | -0.7655 |
| after detailed placement | 1.517 | 346 | 0.3121 | -0.7688 |
==> layout make-up <==
class / count / area (µm²) / share of cell area [%]
repair buffers: 117 / 949.7 / 33.10
inverters: 6 / 22.52 / 0.7850
multi-input cells: 116 / 874.6 / 30.48
clock buffers: 6 / 82.58 / 2.878
well taps: 70 / 87.58 / 3.053
flip-flops and latches: 35 / 710.7 / 24.77
clock inverters: 37 / 141.4 / 4.928
==> routing by layer <==
metal	GRT usage, %	part of all wire (%)	up-vias
li1	-	-	931
met1	27.60	47	816
met2	29.64	47	58
met3	6.448	5.4	8
met4	6.538	1.2	0
met5	0	0	-
==> timing repair <==
action,CTS,global route
gates resized,166,12
pin swaps,39,13
endpoints found under the setup margin,43,33
buffers inserted,0,0
No activity file was given, so power comes from the tool's default toggle rates.
