==> flow/design.v <==
module prng (clka, clkb, restart, request_rand, random_num);
input wire clka, clkb, restart;
input wire request_rand;
output reg [5:0] random_num;
parameter SEED = 6'b011101;
reg restart_temp, request_rand_temp;
always @(negedge clka) begin
  restart_temp <= restart;
  request_rand_temp <= request_rand;
end
always @(negedge clkb) begin
  if (restart_temp) 
    random_num <= SEED;
  else if (request_rand_temp) begin
    random_num <= (random_num >> 1) | ( (random_num[0] ^ random_num[1]) << 5);
  end
end
endmodule
==> flow/run.sh <==
#!/bin/bash
# OpenROAD 26Q1-2900-gdf79404cd8, Yosys 0.63+post, stock flow scripts
make -C /OpenROAD-flow-scripts/flow DESIGN_CONFIG=/design/flow/config.mk WORK_HOME=/design/flow/orfs finish
==> flow/config.mk <==
export PLATFORM = sky130hd
export DESIGN_NAME = prng
export DESIGN_NICKNAME = prng
export VERILOG_FILES = /design/flow/design.v
export SDC_FILE = /design/flow/constraint.sdc
export NUM_CORES = 4
export LEC_CHECK = 1
export CORE_AREA = 10 10 70 70
export DIE_AREA = 0 0 80 80
==> flow/constraint.sdc <==
current_design prng

set clk_period 1.4
set clk_io_pct 0.2

create_clock -name clk0 -period $clk_period [get_ports {clka}]
create_clock -name clk1 -period $clk_period [get_ports {clkb}]

set non_clock_inputs [all_inputs -no_clocks]
set_input_delay [expr $clk_period * $clk_io_pct] -clock clk0 $non_clock_inputs
set_output_delay [expr $clk_period * $clk_io_pct] -clock clk0 [all_outputs]
==> qor.csv <==
metric,value,unit
most common logic cells in the final layout,"inv_1 (8), clkbuf_4 (6), buf_2 (6), buf_4 (6), dfxtp_2 (6)",
most frequent logic cell in the layout,inv_1,
Cell variety after synth,11,
Log Warnings,36,
CP Cell Sequence,buf_2,
yosys stat cell total,24,
first-pass GRT wire length,1130,microns
largest net degree at the start of global routing,12,
Final Hold Fails,0,
vias in the first global route,311,
hold_ws,0.480,ns
Final Instance Area,498,sq um
P&R area growth vs syn,76.9,%
Core Area,3420,sq um
Final Util,0.146,
DIE AREA,6400,sq um
DR iter-0 viols,3,
Final ANT Viol Nets,0,
Seq pwr share,0.381,
Switching Share,0.250,
diode count,0,
CP Max Fanout,2,
Clock power frac,0.525,
crit-path leading delay family,flip-flops,
cells after synthesis,24,
Chip Width,80,microns
IO buf count,8,
GRT overflow,0,
crit end category,output port,
RSZ-0062 raised after global routing,yes,
Routed WL,683,microns
"Req. time, crit path",1.12,ns
Logic pwr share,0.093,
share of layout cells above drive strength 1,0.571,
Sink Count,8,
TritonCTS clock tree,done,
row count,21,
Max Cap Violations,0,
CP startpoint kind,flop,
Int Pwr,0.000520,W
synth warn,1,
wire length per cell,7.19,microns
DRC,0,
slowest cell on the critical path,dfxtp_2,
fin. max-slew vios,0,
Pleak,0.236,nW
"Worst Setup Slack, final",-0.293,ns
Global Route Usage Sum,0.0228,
WP buf/inv,1,
Layout Skew,0.00528,ns
CP peak stage delay,0.31,ns
Yosys Chip Area,282,sq um
worst vdd ir,0.528,mV
vias,252,
die height,80,microns
CP arrival,1.41,ns
outcome,"complete, but fails checks",
Pre-antenna DRT Iters,2,
Worst-path clk slew,0.04,ns
DR vias/cell,2.65,
final setup fails,6,
Final GP Congestion,0.718,
Hold Crit Class,flop to flop,
Synth Seq Share,0.569,
I/O pin cnt,10,
Flops after synth,8,
Post-CTS Setup Bufs,0,
hpwl dp,508,microns
FP Util,0.0824,
WS Path Type,flop to output port,
initial antenna violation count,0,
Post-Syn Area,282,sq um
Slew @ Worst Pin,0.424,ns
syn avg cell area,11.7,sq um
NetSw,0.000173,W
setup tns final,-1.73,ns
Placed Area,453,sq um
slew margin rel.,0.717,
PwrDens,1390,nW/um^2
failing checks,negative setup slack,
## worst paths after layout
path,from,endpoint,slack [ns],cells after the start
hold / removal,restart_temp,random_num[1],0.48,1
min in group clk0,request_rand,request_rand_temp,1.15,1
hold reg to reg,restart_temp,random_num[1],0.48,1
setup / recovery,random_num[3],random_num[3],-0.29,1
setup reg to reg,request_rand_temp,random_num[3],0.33,2
max in group clk1,request_rand_temp,random_num[3],0.33,2
## power by group through the flow
stage	logic, W	registers, W	clock network [W]
CTS	0.0000675	0.000264	0.000395
global route	0.0000733	0.000266	0.000422
finish	0.0000647	0.000264	0.000364
## metal layers
metal	GRT usage	wire (microns)	vias up
li1	-	-	133
met1	0.0181	242	110
met2	0.0321	371	7
met3	0.0182	60	2
met4	0.0264	9	0
met5	0	0	-
## registers in the layout, summed over array words and instances (netlist names)
signal             flops
random_num             6
request_rand_temp      1
restart_temp           1
## stage by stage
stage | setup slack (ns) | total power [W] | instances
floorplan | 0.0921 | 0.000333 | 24
global placement | -0.392 | 0.000387 | 83
detailed placement | -0.396 | 0.000389 | 83
CTS | -0.315 | 0.000727 | 95
global route | -0.339 | 0.000762 | 95
finish | -0.293 | 0.000692 | 95
## area by class of cell
class	instances	area, sq um
Clock buffer	6	45.0
Clock inverter	8	30.0
Fill cell	403	2920
Multi-Input combinational cell	13	103
Sequential cell	8	168
Tap cell	46	57.6
Timing Repair Buffer	14	95.1
## logic make-up (layout without fill, tap and decap cells)
logic type      after synthesis  in the layout  synth area share
mux                           1              1            0.0356
buf+inv                       3             28            0.0667
compound gates                5              5             0.156
simple gates                  6              6             0.142
flops                         8              8             0.569
xor+xnor                      1              1            0.0311
## what timing repair did
action | in CTS | in global routing
gates resized | 24 | 0
endpoints found under the setup margin | 6 | 6
gates cloned | 0 | 0
hold buffers | 0 | 0
pin swaps | 0 | 0
endpoints found under the hold margin | 0 | 0
## Yosys cell counts (all sizes together)
master	instances	area share
a211oi	1	0.027
a211o	4	0.13
nor2b	4	0.12
mux2i	1	0.036
inv	2	0.027
xnor2	1	0.031
buf	1	0.040
nor2	2	0.027
dfxtp	8	0.57
Power and IR drop assume default switching activity.
